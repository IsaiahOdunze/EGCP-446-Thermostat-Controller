$ cat run.sh
#!/bin/bash
# OpenROAD 26Q1-2900-gdf79404cd8, Yosys 0.63+post, stock flow scripts
make -C /OpenROAD-flow-scripts/flow DESIGN_CONFIG=/design/flow/config.mk WORK_HOME=/design/flow/orfs finish
$ cat config.mk
export PLATFORM = sky130hd
export DESIGN_NAME = RGB
export DESIGN_NICKNAME = RGB
export VERILOG_FILES = /design/flow/design.v
export SDC_FILE = /design/flow/constraint.sdc
export NUM_CORES = 4
export LEC_CHECK = 1
export CORE_AREA = 10 10 102 102
export DIE_AREA = 0 0 112 112
$ cat constraint.sdc
current_design RGB

set clk_period 2.1
set clk_io_pct 0.2

create_clock -name clk0 -period $clk_period [get_ports {clk}]

set non_clock_inputs [all_inputs -no_clocks]
set_input_delay [expr $clk_period * $clk_io_pct] -clock clk0 $non_clock_inputs
set_output_delay [expr $clk_period * $clk_io_pct] -clock clk0 [all_outputs]
$ cat design.v
`timescale 1ns / 1ps
module RGB(
    input clk,
    input reset,
    input temp_set,
    input [7:0] desired_temp,
    input [7:0] temp_in,
    output [2:0] rgb_out
    );
    reg temp_s;
    reg flag;
    reg [6:0] d_temp;
    reg [6:0] t_in;
    reg [2:0] rgb;
    always @(posedge clk or posedge reset) begin
        if(reset) 
            rgb <= 3'b010;       
        else begin
            d_temp <= desired_temp;
            t_in <= temp_in;
            temp_s <= temp_set;           
             if(temp_s) begin
                flag <= 1'b1;
                if((d_temp > t_in) && temp_s) 
                    rgb <= 3'b100; 
                 else if((d_temp < t_in) && temp_s)
                    rgb <= 3'b001; 
                 else if((d_temp == t_in) && temp_s)
                    rgb <= 3'b010;            
             end else begin
                if((temp_s == 0) && flag) 
                    if(d_temp > t_in)
                        rgb <= 3'b100;
                    else if(d_temp < t_in)
                        rgb <= 3'b001;
                    else if(d_temp == t_in) begin
                        rgb <= 3'b010;
                        flag <= 1'b0;    
                end else if((temp_s == 0) && flag == 0)
                    rgb <= 3'b010;
            end 
        end        
      end     
       assign rgb_out = rgb;
endmodule
==> GITHUB_STEP_SUMMARY <==
### Flow metrics

| Metric | Value |
|---|---|
| Sequential Power Share | 56.1% |
| Logic area | 205.2 um2 |
| Design Area, Final | 1179 um2 |
| Worst ir drop on vdd | 0.4455 mV |
| Dpl ws | 412.0 ps |
| Dominant comb cell | adder cells |
| Clock period minus worst slack | 1706 ps |
| Fin. max-slew vios | 0 |
| Fin. Hold Viols | 0 |
| Die height | 112 um |
| CP Max Fanout | 3 |
| Worst Setup Start Kind | register |
| FF-to-FF Start | d_temp[6] |
| TritonCTS clock tree | built |
| IO Count | 22 |
| Post-CTS setup buffer count | 0 |
| Crit path DAT | 1660 ps |
| Syn. warnings | 1 |
| Leakage power | 0.4279 nW |
| Routed wire length per instance | 8.104 um |
| Pin count of the biggest net entering global routing | 12 |
| Gp weighted congestion | 0.7305 |
| Reg2reg end | flag |
| Tool warnings | 27 |
| Storage cell area | 556.8 um2 |
| Die width | 112 um |
| Worst Setup SP | d_temp[6] |
| Worst setup path category | reg -> reg |
| Clk_skew | 2.262 ps |
| CTS root buf | clkbuf_8 |
| # DRC | 0 |
| Hold-fix buffers, CTS | 0 |
| Worst Hold Class | reg -> reg |
| Gate power share | 14.5% |
| Synth top cell by count | edfxtp_1 |
| Final WL | 1.483 mm |
| Worst-margin pin slew | 351.3 ps |
| Vias in the first global route | 501 |
| Reg clk slew, reported paths | 60 ps |
| AO/OA Area Share | 6.635% |
| Adder share | 11.06% |
| Pwr Density | 694.1 nW/um2 |
| Mapped Cells | 54 |
| Setup Viol. Count Final | 0 |
| Pre-antenna DRT Iters | 2 |
| Routed Antenna Nets | 0 |
| Yosys reg bits | 19 |
| PortBufs | 19 |
| Maximum achievable frequency | 586.0 MHz |
| Outcome | complete, no violations |
| Max Buffers Root-to-Sink | 2 |
| Ant diodes | 0 |
| Setup TNS | 0 ps |
| Commonest flop | edfxtp_1 |
| Xor/xnor share | 0% |
| Cell type with the largest total area | edfxtp_1 |
| Drt first-iter violations | 38 |
| Critical Path Sink Type | register |
| Share of layout cells above drive strength 1 | 10.26% |
| Total power | 0.8181 mW |
| Internal power | 0.6517 mW |
| Vias/cell | 2.481 |
| Skew-Pair Late Insertion Delay | 250 ps |
| Async SR Flop Fraction | 15.79% |
| Reg2reg path depth | 5 |
| YS chip area | 792.0 um2 |
| Yosys cell count | 54 |
| EDFF count, synth | 16 |
| Post-synth top cells | edfxtp_1, inv_1, ha_1 |
| Top-area cell type share of the netlist area | 60.66% |
| RSZ-0062 raised after global routing | no |
| # placed instances | 179 |
| Slew Limit Headroom | 76.55% |
| Area contributors post-synth | edfxtp_1, ha_1, dfrtp_1 |
| Max_cap viols | 0 |
| Synth Area per Inst | 14.67 um2 |
| Chip area | 12540 um2 |
| First-pass GRT wire length | 2.435 mm |
| Finished Layout Cells | 183 |
| CTS H-Tree Depth | 1 |
| Vias | 454 |
| Switching share of total power | 20.35% |
| Inserted Clock Buffers | 3 |
| Critical Path RT | 2060 ps |
| Mux share of post-synthesis cell area | 1.422% |
| Hold_sp | rgb[1] |
| Fill count | 896 |
| Simple-Gate Area Share | 6.793% |
| Final worst path period share | 81.26% |
| Clk network pwr share | 29.4% |
| Core Rows | 33 |
| Final worst slack | 393.6 ps |
| Post-CTS sizing | 0 |
| FP Core Util | 9.639% |
| Placeable Area | 8217 um2 |
| Distinct lib cells used | 16 |
| FF-to-FF setup slack | 390 ps |
| Sink Count | 19 |
| Psw | 0.1665 mW |
| Synth Cell Area | 792.0 um2 |
| Area growth, synth to finish | 48.82% |
| Crit path to | flag |
| Total congestion overflow | 0 |
| Tot GR Track Use | 2.445% |
| Post-DP Area | 1134 um2 |
| Seq/Total Area, Yosys | 70.30% |
| Initial antenna violation count | 0 |
| DP Wirelength | 1.231 mm |
==> worst max-delay path, cell delays in order (launching register included) <==
cell and delay, ps:
edfxtp_1 370, ha_1 330, and4_1 230, and4_4 250, a21oi_1 80, nor3_2 160
==> layer usage <==
layer  share of wire, %  vias up  track usage [%]
met3                8.5        0            1.466
met4                  0        0           0.2538
met5                  0        -                0
li1                   -      244                -
met2                 45       21            3.691
met1                 46      189            3.042
==> cell usage in the layout, fill, tap and decap left out, types with 2 or more instances in the layout <==
master and count:
clkdlybuf4s50_1 19, edfxtp_1 16, inv_1 8, ha_1 7, a21oi_1 5, nand2_1 4
o21ai_0 3, clkbuf_8 3, dfrtp_1 2
==> cells by family after synthesis <==
group,count (synthesis)
adder cells (fa/ha/maj),7
multiplexers,1
AND/OR/NAND/NOR,9
AND-OR/OR-AND,10
buffers and inverters,8
flip-flops,19
==> layout make-up <==
type | instances | area share [%]
clock buffers | 4 | 3.822
well taps | 105 | 11.15
multi-input cells | 27 | 17.41
flip-flops and latches | 19 | 47.24
inverters | 8 | 2.548
repair buffers | 20 | 17.83
==> worst min-delay path by stage <==
stage / to / slack, ps / cells past startpoint
5_1_grt: rgb[2] / 510 / 2
6_report: rgb[1] / 460 / 2
4_1_cts: rgb[1] / 460 / 2
==> through the flow <==
step / hold slack (ps) / util [%]
after global routing: 509.9 / 14.34
after floorplan: 346.3 / -
after CTS: 463.0 / 14.34
after detailed placement: 453.2 / 13.80
after global placement: 453.9 / 13.80
final: 458.5 / 14.34
==> power groups by stage <==
stage	registers, mW	clock network, mW	logic (mW)
CTS	0.459	0.253	0.121
global route	0.463	0.279	0.134
finish	0.459	0.240	0.119
==> flip-flops by register name, indices dropped and copies added (netlist names) <==
name,flops
flag,1
rgb,3
temp_s,1
t_in,7
d_temp,7
No activity file was given, so power comes from the tool's default toggle rates.
