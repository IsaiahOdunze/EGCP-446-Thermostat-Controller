### ./run.sh
#!/bin/bash
# OpenROAD 26Q1-2900-gdf79404cd8, Yosys 0.63+post, stock flow scripts
make -C /OpenROAD-flow-scripts/flow DESIGN_CONFIG=/design/flow/config.mk WORK_HOME=/design/flow/orfs finish
### ./config.mk
export PLATFORM = sky130hd
export DESIGN_NAME = top
export DESIGN_NICKNAME = top
export VERILOG_FILES = /design/flow/design.v
export SDC_FILE = /design/flow/constraint.sdc
export NUM_CORES = 4
export LEC_CHECK = 1
export CORE_UTILIZATION = 30
### ./constraint.sdc
current_design top

set clk_period 4.5
set clk_io_pct 0.2

create_clock -name clk0 -period $clk_period [get_ports {clk}]

set non_clock_inputs [all_inputs -no_clocks]
set_input_delay [expr $clk_period * $clk_io_pct] -clock clk0 $non_clock_inputs
set_output_delay [expr $clk_period * $clk_io_pct] -clock clk0 [all_outputs]
### ./design.v
`timescale 1ns / 1ps
module Thermostat(
    input Reset,
    input Set,
    input Up,
    input Down,
    input clk,
    input [7:0] Temperature, 
    output [7:0] CurrentTemp,
    output [7:0] ChangedTemp    
    );
    reg [7:0] DesiredTmp;
    reg [7:0] Current;    
    reg [7:0] tmp;
    reg [7:0] tmp2;
    reg flag;
    wire slowclock1;
    wire slowclock2;
    clock_divider1 CD1(.clk(clk),.reset(Reset),.sclk(slowclock1));
    clock_divider2 CD2(.clk(clk),.reset(Reset),.sclk(slowclock2));
    always @(posedge slowclock1 or posedge Reset)
    begin 
        if (Reset)
        begin
            tmp = Temperature;
        end
        else if (Up)             
        begin 
            if (tmp == 8'b01100011) 
            begin 
                tmp = 8'b01100011; 
            end
            else
            tmp = tmp + 1'b1;  
        end
        else if (Down)           
        begin 
            if (tmp == 8'b00000000)  
            begin 
                tmp = 8'b00000000; 
            end
            else
            tmp = tmp - 1'b1;    
        end
        end 
        always @(posedge slowclock2 or posedge Reset)
        begin 
            if (Reset)
            begin 
                DesiredTmp = Temperature; 
                tmp2 = Temperature;
            end
            else if(Set)  
            begin
                DesiredTmp = tmp;
            end
            else if (tmp2 < DesiredTmp) 
                begin 
                tmp2 = tmp2 + 1'b1;
                end
            else if (tmp2 > DesiredTmp) 
                begin
                tmp2 = tmp2 - 1'b1;
                end
             else if (tmp2 == DesiredTmp) 
                begin
                tmp2 = tmp2;
                end
        end
        assign CurrentTemp = tmp2;
        assign  ChangedTemp = tmp;
endmodule
module clock_divider1(
input clk,
input reset,
output reg sclk
);
reg [31:0] count;
    always@(posedge clk or posedge reset)
        begin
    if(reset == 1'b1) begin
    count <= 32'd0;
    sclk <= 1'b0;
        end else begin
    if(count == 32'd10000000) begin 
    count <= 32'd0;
    sclk <= ~sclk;
        end else begin
    count <= count + 1;
        end
    end
    end
endmodule
module clock_divider2(
input clk,
input reset,
output reg sclk
);
reg [31:0] count;
    always@(posedge clk or posedge reset)
        begin
    if(reset == 1'b1) begin
    count <= 32'd0;
    sclk <= 1'b0;
        end else begin
    if(count == 32'd80000000) begin 
    count <= 32'd0;
    sclk <= ~sclk;
        end else begin
    count <= count + 1;
        end
    end
    end
endmodule
`timescale 1ns / 1ps
module sseg_display(
    input clk,
    input [7:0] CurrentTemp,
    input [7:0] ChangedTemp,
    output reg [6:0] sseg_out,  
    output reg [7:0] an_out  
    );
    wire [3:0] current_tens, current_ones;
    assign current_tens = CurrentTemp / 10;            
    assign current_ones = CurrentTemp % 10;            
    wire [3:0] changed_tens, changed_ones;
    assign changed_tens = ChangedTemp / 10;            
    assign changed_ones = ChangedTemp % 10;            
    parameter ZERO  = 7'b0000001;   
    parameter ONE   = 7'b1001111;   
    parameter TWO   = 7'b0010010;   
    parameter THREE = 7'b0000110;   
    parameter FOUR  = 7'b1001100;   
    parameter FIVE  = 7'b0100100;   
    parameter SIX   = 7'b0100000;   
    parameter SEVEN = 7'b0001111;   
    parameter EIGHT = 7'b0000000;   
    parameter NINE  = 7'b0000100;   
    parameter DEG   = 7'b0011100;   
    parameter F     = 7'b0111000;   
    reg [2:0] an_sel;    
    reg [16:0] counter;  
    always @(posedge clk) begin
        if(counter == 49999) 
        begin
            counter <= 0;
            an_sel <=  an_sel + 1;
        end
        else
            counter <=  counter + 1;
    end
    always @(an_sel) begin
        case(an_sel) 
            3'b000 : an_out = 8'b11111110;    
            3'b001 : an_out = 8'b11111101;    
            3'b010 : an_out = 8'b11111011;    
            3'b011 : an_out = 8'b11110111;    
            3'b100 : an_out = 8'b11101111;    
            3'b101 : an_out = 8'b11011111;    
            3'b110 : an_out = 8'b10111111;    
            3'b111 : an_out = 8'b01111111;    
        endcase
    end
        always @*
        case(an_sel)
            3'b000 : sseg_out = F;     
            3'b001 : sseg_out = DEG;   
            3'b010 : begin
                        case(current_ones)  
                            4'b0000 : sseg_out = ZERO;
                            4'b0001 : sseg_out = ONE;
                            4'b0010 : sseg_out = TWO;
                            4'b0011 : sseg_out = THREE;
                            4'b0100 : sseg_out = FOUR;
                            4'b0101 : sseg_out = FIVE;
                            4'b0110 : sseg_out = SIX;
                            4'b0111 : sseg_out = SEVEN;
                            4'b1000 : sseg_out = EIGHT;
                            4'b1001 : sseg_out = NINE;
                        endcase
                    end
            3'b011 : begin
                        case(current_tens)  
                            4'b0000 : sseg_out = ZERO;
                            4'b0001 : sseg_out = ONE;
                            4'b0010 : sseg_out = TWO;
                            4'b0011 : sseg_out = THREE;
                            4'b0100 : sseg_out = FOUR;
                            4'b0101 : sseg_out = FIVE;
                            4'b0110 : sseg_out = SIX;
                            4'b0111 : sseg_out = SEVEN;
                            4'b1000 : sseg_out = EIGHT;
                            4'b1001 : sseg_out = NINE;
                        endcase
                    end
            3'b100 : sseg_out = F;
            3'b101 : sseg_out = DEG;
            3'b110 : begin
                        case(changed_ones)  
                            4'b0000 : sseg_out = ZERO;
                            4'b0001 : sseg_out = ONE;
                            4'b0010 : sseg_out = TWO;
                            4'b0011 : sseg_out = THREE;
                            4'b0100 : sseg_out = FOUR;
                            4'b0101 : sseg_out = FIVE;
                            4'b0110 : sseg_out = SIX;
                            4'b0111 : sseg_out = SEVEN;
                            4'b1000 : sseg_out = EIGHT;
                            4'b1001 : sseg_out = NINE;
                        endcase
                    end
            3'b111 : begin
                        case(changed_tens)  
                            4'b0000 : sseg_out = ZERO;
                            4'b0001 : sseg_out = ONE;
                            4'b0010 : sseg_out = TWO;
                            4'b0011 : sseg_out = THREE;
                            4'b0100 : sseg_out = FOUR;
                            4'b0101 : sseg_out = FIVE;
                            4'b0110 : sseg_out = SIX;
                            4'b0111 : sseg_out = SEVEN;
                            4'b1000 : sseg_out = EIGHT;
                            4'b1001 : sseg_out = NINE;
                        endcase
                    end
        endcase
endmodule
`timescale 1ns / 1ps
module top(
    input clk,
    input Reset,
    input Set,
    input Up,
    input Down,
    output [6:0] sseg_out,
    output [7:0] an_out
    );
    wire [7:0] CurrentTemp;
    wire [7:0] ChangedTemp;
    Thermostat thermo(.Reset(Reset), .Set(Set), .Up(Up), .Down(Down), .clk(clk), .CurrentTemp(CurrentTemp), .ChangedTemp(ChangedTemp));
    sseg_display sseg(.clk(clk), .CurrentTemp(CurrentTemp), .ChangedTemp(ChangedTemp), .sseg_out(sseg_out), .an_out(an_out));
endmodule
==> results.yml <==
# yosys + openroad results
floorplan:
  die_w_microns: 167
  rows: 59
  fp.dieH_microns: 167
  boundaryPins: 20
  initial_utilization_pct: 30.9
  die-area_sq_um: 27800
  fp.coreArea_sq_um: 26400
logic_synthesis:
  ys_warn_count: 15
  synth-async-reset-ratio_pct: 72.0
  synthCells: 956
  yosys-stat-cells: 956
  top_cells_by_area: "dfrtp_1 (28%), xnor2_1 (6.3%), dfxtp_1 (6.1%)"
  syn_avg_cell_area_sq_um: 8.53
  synth-edff-count: 3
  synth_cell_types: 91
  synth_area_leader_cell: "dfrtp_1"
  netlist.area_leader.share_pct: 27.6
  ff_type: "dfrtp_1"
  ys_area_sq_um: 8150
  numSynthFlops: 125
  netlist_area_sq_um: 8150
global_routing:
  grt_pass1_vias: 6189
  groute.usage.overall_pct: 13.0
  antenna_found_initial: 0
  gr-total-overflow: 0
  gr-usage-met2_pct: 19.3
  busiest_layer: "met1"
  grt_pass1_wl_microns: 30000
  use_met1_pct: 20.9
  use_met3_pct: 2.06
  grt_max_degree: 47
worst_setup_path:
  end_kind: "flop"
  start_kind: "flop"
  worstPathRequired_ps: 4730
  cp_max_fo: 6
  critPathKind: "reg2reg"
  crit_arrival_ps: 2450
detailed_routing:
  diodes: 0
  via_count: 6680
  ant_nets: 0
  dr.first_iter.drc_count: 537
  avgViaCountPerCell: 5.20
  routed_wl_microns: 17400
  wire_per_inst_microns: 13.5
  first_pass_iters: 5
  drc_errors: 0
finish:
  fin_cells: 1285
  final_area_sq_um: 8890
  drive_gt1_share_pct: 5.26
  syn_to_final_growth_pct: 9.03
placement:
  placed_cell_area_sq_um: 8620
  dp.cells: 1269
  place_hpwl_microns: 12600
  gp_congestion: 0.866
  numPortBuffers: 19
timing:
  rsz0062_at_grt: "false"
  fin_skew_ps: 6.51
  max_slew_margin_pct: 41.9
  tns_ps: 0
  max_freq_mhz: 449
  unclocked_pins: 31
  drv_slew: 0
  worst_pin_slew_ps: 865
  fin_crit_ps: 2230
  fin_crit_sh_pct: 49.5
  final_hold_viol_count: 0
  unconstrained_endpoints: 38
  setup_viol: 0
power_and_ir_drop:
  p_seq_share_pct: 54.0
  p_leak_nw: 3.59
  power_mw: 1.57
  switching_power_mw: 0.336
  intPower_mw: 1.23
  power.share.switching_pct: 21.5
  ir_drop_mv: 0.233
  p_clk_share_pct: 43.5
  power_frac_comb_pct: 2.5
  pwr_density_cell_nw_per_um2: 176
cts:
  clkTransAtPathRegs_ps: 60
  postCtsHoldBufs: 0
  post_cts_resized: 0
  tritoncts: "done"
  cts_buffers: 9
  clock_path_buffers: 2
  cts_setup_buffers: 0
  clk_latency_ps: 340
  htreeDepth: 3
  cts_root_buf: "clkbuf_16"
outcome:
  status: "complete, no violations"
hold_path:
  hold_class: "reg2reg"
flow_run:
  warnings: 33
  maxCapViolations: 0
cells in the mapped netlist, types with 12 or more instances:
cell type and count:
nor3_1 13, nand2b_1 12, dfxtp_1 25, xor2_1 31
buf_2 15, nand2_1 98, nand3_1 39, ha_1 30
nand4_1 23, nor4_1 14, clkbuf_1 30, nor2_1 100
nor2b_1 12, o21ai_0 45, a21oi_1 39, inv_1 34
dfrtp_1 90, and3_1 20, xnor2_1 59
per-layer routing:
metal  vias to the layer above  part of all wire, %
met5                         -                    0
met4                         0                 0.71
met3                        13                  4.9
met2                       150                   43
met1                      3095                   51
li1                       3422                    -
critical path: stages (launching register included):
cell and delay, ps:
dfrtp_1 410, and3_1 190, nand3_1 130, or3_1 450, nor2_1 310, nand2_1 90, nor2_1 260, nand3_1 140
xnor2_1 140
flip-flops by register name, indices dropped and copies added (netlist names):
name,flops
thermo.DesiredTmp,8
sseg.an_sel,3
thermo.tmp,8
thermo.CD1.sclk,1
sseg.sseg_out,7
thermo.CD1.count,32
thermo.tmp2,8
thermo.CD2.count,32
an_out,8
thermo.CD2.sclk,1
sseg.counter,17
metrics by stage:
step	util [%]	setup WS (ps)	hold slack, ps
4_1_cts	33.7	2290	444
6_report	33.7	2270	442
5_1_grt	33.7	2040	456
2_1_floorplan	-	1260	413
3_5_place_dp	32.7	2320	434
3_3_place_gp	32.7	2360	429
cell usage in the layout, fill, tap and decap left out, types with 7 or more instances in the layout:
cell type,n
nor2_1,100
nand2_1,98
dfrtp_1,90
xnor2_1,59
o21ai_0,45
nand3_1,39
a21oi_1,39
inv_1,33
xor2_1,31
ha_1,30
dfxtp_1,25
nand4_1,23
and3_1,20
clkdlybuf4s50_1,19
nor3_1,13
nor4_1,13
nand2b_1,12
nor2b_1,12
and2_1,11
a22oi_1,9
o31ai_1,9
or3_1,9
clkbuf_16,9
a21o_1,8
o211ai_1,8
o22ai_1,7
nor4b_1,7
o21a_1,7
buf_4,7
dlxtn_1,7
path summary, 6_finish.rpt:
kind	from	slack [ps]	end	depth (start not counted)
min in group asynchronous	Reset	820	thermo.CD2.count[2]$_DFF_PP0_	2
min	sseg.counter[0]$_SDFF_PN0_	440	sseg.counter[0]$_SDFF_PN0_	1
max in group asynchronous	Reset	2820	thermo.CD1.count[27]$_DFF_PP0_	3
min reg2reg	sseg.counter[0]$_SDFF_PN0_	440	sseg.counter[0]$_SDFF_PN0_	1
max reg2reg	thermo.CD1.count[2]$_DFF_PP0_	2270	thermo.CD1.count[29]$_DFF_PP0_	8
max	thermo.CD1.count[2]$_DFF_PP0_	2270	thermo.CD1.count[29]$_DFF_PP0_	8
final cells by class:
| cell class | count | area [sq um] |
|---|---|---|
| clock buffer | 11 | 233 |
| clock inverter | 5 | 36.3 |
| fill | 2635 | 17500 |
| inverter | 36 | 136 |
| multi-input combinational | 747 | 4870 |
| sequential | 125 | 2950 |
| tap | 335 | 419 |
| timing repair buffer | 26 | 243 |
kinds of logic (layout without fill, tap and decap cells):
group	Yosys count	in the layout	share of synthesized area (%)
muxes	11	11	1.44
and+or+nand+nor	398	398	25.1
xor gates and xnor gates	90	90	9.67
adders and majority gates	34	34	5.22
buffers and inverters	84	78	4.14
DFF	118	118	34.9
latches	7	7	1.29
AOI/OAI and AO/OA	214	214	18.3
power groups by stage:
stage / clock network (mW) / logic, mW / registers [mW]
6_report: 0.682 / 0.0393 / 0.845
5_1_grt: 0.737 / 0.0458 / 0.844
4_1_cts: 0.705 / 0.0406 / 0.845
No activity file was given, so power comes from the tool's default toggle rates.
