==> design.v <==
`timescale 1ns / 1ps
module seg7(
    input clk_100MHz,                
    input  [7:0] temp_data,           
    output reg [6:0] SEG,            
    output reg [3:0] NAN = 4'hF,     
    output reg [3:0] AN              
    );
    wire [7:0] far_temp; 
    assign far_temp = ((temp_data + temp_data + temp_data + temp_data + temp_data + temp_data + temp_data + temp_data + temp_data) / 8'b0000_0101 ) + 8'b0010_0000; 
    wire [3:0] tens, ones;
    assign tens = far_temp / 10;            
    assign ones = far_temp % 10;            
    parameter ZERO  = 7'b000_0001;   
    parameter ONE   = 7'b100_1111;   
    parameter TWO   = 7'b001_0010;   
    parameter THREE = 7'b000_0110;   
    parameter FOUR  = 7'b100_1100;   
    parameter FIVE  = 7'b010_0100;   
    parameter SIX   = 7'b010_0000;   
    parameter SEVEN = 7'b000_1111;   
    parameter EIGHT = 7'b000_0000;   
    parameter NINE  = 7'b000_0100;   
    parameter DEG   = 7'b001_1100;   
    parameter F     = 7'b011_1000;   
    reg [1:0] anode_select;          
    reg [16:0] anode_timer;          
    always @(posedge clk_100MHz) begin
        if(anode_timer == 99_999) begin          
            anode_timer <= 0;                    
            anode_select <=  anode_select + 1;
        end
        else
            anode_timer <=  anode_timer + 1;
    end
    always @(anode_select) begin
        case(anode_select) 
            2'b00 : AN = 4'b1110;    
            2'b01 : AN = 4'b1101;    
            2'b10 : AN = 4'b1011;    
            2'b11 : AN = 4'b0111;    
        endcase
    end
    always @*
        case(anode_select)
            2'b00 : SEG = F;     
            2'b01 : SEG = DEG;   
            2'b10 : begin        
                        case(ones)
                            4'b0000 : SEG = ZERO;
                            4'b0001 : SEG = ONE;
                            4'b0010 : SEG = TWO;
                            4'b0011 : SEG = THREE;
                            4'b0100 : SEG = FOUR;
                            4'b0101 : SEG = FIVE;
                            4'b0110 : SEG = SIX;
                            4'b0111 : SEG = SEVEN;
                            4'b1000 : SEG = EIGHT;
                            4'b1001 : SEG = NINE;
                        endcase
                    end
            2'b11 : begin        
                        case(tens)
                            4'b0000 : SEG = ZERO;
                            4'b0001 : SEG = ONE;
                            4'b0010 : SEG = TWO;
                            4'b0011 : SEG = THREE;
                            4'b0100 : SEG = FOUR;
                            4'b0101 : SEG = FIVE;
                            4'b0110 : SEG = SIX;
                            4'b0111 : SEG = SEVEN;
                            4'b1000 : SEG = EIGHT;
                            4'b1001 : SEG = NINE;
                        endcase
                    end
        endcase
endmodule
==> run.sh <==
#!/bin/bash
# OpenROAD 26Q1-2900-gdf79404cd8, Yosys 0.63+post, stock flow scripts
make -C /OpenROAD-flow-scripts/flow DESIGN_CONFIG=/design/flow/config.mk WORK_HOME=/design/flow/orfs finish
==> config.mk <==
export PLATFORM = sky130hd
export DESIGN_NAME = seg7
export DESIGN_NICKNAME = seg7
export VERILOG_FILES = /design/flow/design.v
export SDC_FILE = /design/flow/constraint.sdc
export NUM_CORES = 4
export LEC_CHECK = 1
export CORE_UTILIZATION = 30
==> constraint.sdc <==
current_design seg7

set clk_period 17.2
set clk_io_pct 0.2

create_clock -name clk0 -period $clk_period [get_ports {clk_100MHz}]

set non_clock_inputs [all_inputs -no_clocks]
set_input_delay [expr $clk_period * $clk_io_pct] -clock clk0 $non_clock_inputs
set_output_delay [expr $clk_period * $clk_io_pct] -clock clk0 [all_outputs]
==> out/results.tsv <==
stage	metric	value	unit
place	GP Congestion	0.857	
route	wire per inst	12.0	µm
timing	Setup Viol. Count Final	0	
place	Inst Count DP	529	
critical_path	CP Data Required Time	13.76	ns
cells_and_area	share of layout cells above drive strength 1	0.110	
clock_network	CTS tree	yes	
floorplan	Die Wd	103	µm
route	Vias	2822	
cells_and_area	fin cells	533	
place	port bufs	19	
route	first-pass detailed-route iteration total	4	
global_routing	total gr overflow	0	
power	worst vdd ir	0.0705	mV
timing	cycle use final	0.302	
critical_path	critical path type	reg -> out	
route	initial DRC count	168	
worst_hold_path	type of the most critical hold path	reg -> reg	
synth	Syn Area/Cell	7.89	µm²
clock_network	setup bufs post-CTS	0	
timing	number of register pins that no clock reaches	7	
route	drt drc	0	
timing	worst slew pin tran	0.751	ns
timing	Clock Skew	0.00555	ns
synth	post-synthesis cell count	386	
timing	Max Freq	0.193	GHz
route	post-route ant nets	0	
floorplan	Starting Density	0.310	
timing	RSZ-0062 raised after global routing	false	
clock_network	clk latency of the worst-skew pair	0.25	ns
synth	synth unique cells	90	
critical_path	worst-case reg-to-reg path depth	4	
critical_path	CP Launch Type	register	
timing	Slew Limit Fails	0	
timing	final setup margin	12.01	ns
power	pwr dens	177	nW/µm²
place	dpl ws	12.27	ns
global_routing	global-route wire length before repair	11400	µm
global_routing	largest net degree at the start of global routing	17	
synth	register bit total from synthesis	26	
clock_network	Num CTS Buffers	3	
cells_and_area	most frequent logic cell in the layout	nand2_1	
timing	Final Critical Period	5.19	ns
global_routing	Tot GR Track Use	0.130	
clock_network	CTS clk-pin slew, worst paths	0.07	ns
floorplan	io pins	24	
global_routing	vias in the first global route	2565	
status	outcome	complete, no violations	
route	wirelength, routed	6370	µm
cells_and_area	Synth-to-Final Area Change	11.8	%
synth	Async S/R FF share, synth	0	
route	Diodes inserted	0	
timing	Slew headroom	0.496	
critical_path	CP arrival	1.75	ns
synth	post-synth area from yosys stat	3040	µm²
floorplan	Die Y-Extent	103	µm
flow_run	total of max-cap violations	0	
power	Design Power	604	µW
clock_network	CTS H-tree lvls	1	
synth	# Cells Yosys	386	
global_routing	initial antenna violation count	0	
clock_network	hold buffers post-CTS	0	
worst_hold_path	hold depth	1	
clock_network	Resize count post-CTS	0	
floorplan	die area	10600	µm²
critical_path	Crit. End Element	primary output	
floorplan	# rows	36	
clock_network	clk buf depth	2	
timing	Fin. Hold Viols	0	
synth	Ys Warns	1	
floorplan	core area	9820	µm²
critical_path	CP Max Fanout	7	
clock_network	clk root buf	clkbuf_8	
place	Post-DP HPWL	5120	µm
cells_and_area	Filler cells	1041	
flow_run	Log Warnings	33	
synth	EDFF count, synth	2	
timing	setup TNS	0	ns
cells_and_area	Top Layout Cells	nand2_1 (32), nor2_1 (28), inv_1 (25)	
power	Leakage	1.25	nW
route	vias per cell	5.29	
synth	post-synthesis cell area	3040	µm²
synth	Top FF cell, synth	dfxtp_1	
timing	endpoints left unconstrained	14	
## cells in the mapped netlist (all sizes together) (4+ instances only)
cell,n,share of area
a211oi,7,0.019
a21oi,20,0.037
a31o,4,0.012
a31oi,8,0.018
and3,4,0.0099
buf,8,0.016
clkbuf,6,0.0074
dfxtp,17,0.11
dlxtn,7,0.035
ha,19,0.078
inv,26,0.032
mux2i,7,0.027
nand2,33,0.042
nand2b,4,0.0082
nand3,19,0.033
nand4,4,0.0082
nor2,29,0.038
nor2b,5,0.010
nor3,15,0.028
o2111ai,5,0.014
o211ai,9,0.024
o21ai,21,0.035
o311ai,5,0.020
o31ai,4,0.0099
or3,4,0.0082
xnor2,21,0.068
xor2,13,0.040
## registers in the layout, summed over array words and instances, names as in the netlist
register	count
SEG	7
anode_select	2
anode_timer	17
## stage by stage
stage               instance area [µm²]  utilization  hold WS, ns
floorplan                          3060            -        0.430
global placement                   3360        0.342        0.441
detailed placement                 3360        0.342        0.453
CTS                                3400        0.346        0.468
global route                       3400        0.346        0.494
finish                             3400        0.346        0.463
## path summary, 6_finish.rpt
kind | startpoint | endpoint | slack (ns)
setup reg to reg | anode_timer[6] | anode_select[0] | 14.74
setup / recovery | anode_select[1] | AN[0] | 12.01
hold / removal | anode_timer[4] | anode_timer[4] | 0.46
hold reg to reg | anode_timer[4] | anode_timer[4] | 0.46
## logic make-up (layout without fill, tap and decap cells)
group / Yosys count / count (layout) / share of synthesized area
flops: 19 / 19 / 0.132
latches: 7 / 7 / 0.0345
compound gates: 117 / 117 / 0.312
buf+inv: 42 / 53 / 0.0596
fa+ha+maj: 20 / 20 / 0.0847
xor+xnor: 34 / 34 / 0.108
other cells: 1 / 4 / 0.00123
simple gates: 138 / 138 / 0.238
mux: 8 / 8 / 0.0308
## layer usage
| metal | wire (µm) | share of wire | GRT usage | vias to the layer above |
|---|---|---|---|---|
| li1 | - | - | - | 1471 |
| met1 | 3200 | 0.50 | 0.193 | 1300 |
| met2 | 2940 | 0.46 | 0.218 | 43 |
| met3 | 154 | 0.024 | 0.00345 | 8 |
| met4 | 82 | 0.013 | 0.0206 | 0 |
| met5 | 0 | 0 | 0 | - |
## layout make-up
type | instances | area [µm²] | area share
clock buffer | 3 | 41.3 | 0.0121
inverter | 28 | 110 | 0.0324
timing repair buffer | 21 | 205 | 0.0603
tap | 133 | 166 | 0.0489
sequential | 26 | 505 | 0.149
clock inverter | 1 | 5.00 | 0.00147
multi-input combinational | 321 | 2370 | 0.696
## power by group
part           total, mW  leakage [nW]  internal (mW)  switching, mW
Clock             0.0298        0.0255         0.0161         0.0138
Combinational      0.487          1.02          0.192          0.295
Sequential        0.0868         0.214         0.0861       0.000720
## critical path, stage by stage (launching register included)
cell	delay (ns)
edfxtp_1	0.47
inv_1	0.19
ha_1	0.32
inv_1	0.11
clkdlybuf4s50_1	0.41
Power figures rest on the tool's default switching activity, not on a simulated workload.
